==> flow/design.v <==
module dataPath(
	input IRload,JMPmux, PCload, Meminst, MemWr, Aload, Reset, Clock, Sub,In,
	input [1:0] Asel,
	input [7:0] Input,
	output Aeq0, Apos,
	output [4:0] Address,
	output wire [2:0] IR,
	output [7:0] Output, RAM_Q);
	instructionCycleOperation 	part1(IRload,JMPmux,PCload,Meminst,Clock,Reset,RAM_Q,IR,Address);
	memRAM						part2(Clock,In,Output,Address,MemWr,RAM_Q);
	instructionSetOperation		part3(Aload, Reset, Clock, Sub,Asel,Input,RAM_Q,Aeq0,Apos,Output);
endmodule 
module increment(
input[4:0] Input,
output reg [4:0] Output);
	always@(Input)
	Output = Input +1;
endmodule 
module instructionCycleOperation(
	input IRload,JMPmux,PCload,Meminst,Clock,Reset,
	input [7:0] D,
	output  [2:0] IR,
	output [4:0] Address);
	wire [7:0] IR1;
	wire [4:0] PC_in, PC, PC_increment;
	register #(.data_size(8)) eightBitsRegister(IRload, Clock, Reset, D, IR1);
	multiplexer #(.data_size(5)) JMP_mux(JMPmux,IR1[4:0],PC_increment,PC_in);
	register #(.data_size(5)) fiveBitsRegister(PCload, Clock, Reset, PC_in, PC);
	increment pc_increment(PC,PC_increment);
	multiplexer #(.data_size(5)) Meminst_mux(Meminst,IR1[4:0],PC,Address);
	assign IR = IR1[7:5];
endmodule 
module instructionSetOperation(
	input Aload, Reset, Clock, Sub,
	input [1:0] Asel,
	input [7:0] Input, Q,
	output reg Aeq0, Apos,
	output [7:0] Output);
	wire [7:0] muxOut1, muxOut2, subOut;
	multiplexer #(.data_size(8)) Asel_mux1(Asel[0:0],Input,subOut,muxOut1);
	multiplexer #(.data_size(8)) Asel_mux2(Asel[1:1],Q,muxOut1,muxOut2);
	sub add_sub(Sub, Output, Q, subOut);
	register #(.data_size(8)) ARegister(Aload, Clock, Reset, muxOut2, Output);
	always@(Output) begin
		if (Output == 0) Aeq0 = 1;
		else Aeq0 = 0;
		if (Output[7:7] == 1) Apos = 0;
		else Apos = 1;
	end 
endmodule 
module	memRAM(
	input	Clock, In,
	input 	[7:0] D,
	input 	[4:0] Address,
	input 	WE,
	output 	reg	[7:0] Q);
	reg [7:0] REGISTER [31:0];
	always @(posedge Clock)
	begin
		if(!In) begin
			REGISTER[5'b00000] <= 8'b10000000;
			REGISTER[5'b00001] <= 8'b00111110;
			REGISTER[5'b00010] <= 8'b10000000;
			REGISTER[5'b00011] <= 8'b00111111;
			REGISTER[5'b00100] <= 8'b00011110;
			REGISTER[5'b00101] <= 8'b01111111;
			REGISTER[5'b00110] <= 8'b10110000;
			REGISTER[5'b00111] <= 8'b11001100;
			REGISTER[5'b01000] <= 8'b00011111;
			REGISTER[5'b01001] <= 8'b01111110;
			REGISTER[5'b01010] <= 8'b00111111;
			REGISTER[5'b01011] <= 8'b11000100;
			REGISTER[5'b01100] <= 8'b00011110;
			REGISTER[5'b01101] <= 8'b01111111;
			REGISTER[5'b01110] <= 8'b00111110;
			REGISTER[5'b01111] <= 8'b11000100;
			REGISTER[5'b10000] <= 8'b00011110;
			REGISTER[5'b10001] <= 8'b11111111;
			REGISTER[5'b11110] <= 8'b00000000;
			REGISTER[5'b11111] <= 8'b00000000;
		end
		else begin
			if(!WE)	Q <= REGISTER[Address];
			else	REGISTER[Address] <= D;
		end
	end
endmodule
module multiplexer
#(parameter data_size = 8)
(input selector,
input[data_size-1:0] input1, input2,
output reg [data_size-1:0] Output);
always@(selector, input1, input2) begin
	if(selector)
		Output = input1;
	else
		Output = input2;
	end
endmodule 
module register
	#(parameter data_size = 8)
(	input load, clock, reset,
	input [data_size-1:0] in,
	output reg [data_size-1:0] out);
	always@(posedge clock, posedge reset) begin
		if(reset) begin
			out <= 0;
		end
		else begin
			if(load) begin
				out <= in;
			end
			else begin
				out <= out;
			end
		end
	end
endmodule 
module sub(
	input Sub,
	input [7:0] in1, in2,
	output reg [7:0] Out);
	always@(in1,in2,Sub) begin
		if(!Sub) Out = in1 + in2;
		else 
			Out = in1 - in2;
	end 
endmodule 
==> flow/run.sh <==
#!/bin/bash
# OpenROAD 26Q1-2900-gdf79404cd8, Yosys 0.63+post, stock flow scripts
make -C /OpenROAD-flow-scripts/flow DESIGN_CONFIG=/design/flow/config.mk WORK_HOME=/design/flow/orfs finish
==> flow/config.mk <==
export PLATFORM = sky130hd
export DESIGN_NAME = dataPath
export DESIGN_NICKNAME = dataPath
export VERILOG_FILES = /design/flow/design.v
export SDC_FILE = /design/flow/constraint.sdc
export NUM_CORES = 4
export LEC_CHECK = 1
export CORE_UTILIZATION = 30
==> flow/constraint.sdc <==
current_design dataPath

set clk_period 21.2
set clk_io_pct 0.2

create_clock -name clk0 -period $clk_period [get_ports {Clock}]

set non_clock_inputs [all_inputs -no_clocks]
set_input_delay [expr $clk_period * $clk_io_pct] -clock clk0 $non_clock_inputs
set_output_delay [expr $clk_period * $clk_io_pct] -clock clk0 [all_outputs]
==> CHANGELOG.md <==
### Implementation results

* Period minus WS final at 11.63 ns
* Max VDD drop at 0.0000783 V
* Global-route wire length before repair at 54.0 mm
* Int Pwr at 1.13 mW
* Final WL at 35.3 mm
* Setup_tns at 0 ns
* Hold Path Sink: part2.REGISTER[31][3]
* CORE AREA at 43600 um2
* Post-CTS Repair Setup Buffers at 0
* Logic pwr share at 24.2%
* Pre-CTS setup slack at 9.59 ns
* Final setup violation count at 0
* Pre-antenna DRT Iters at 5
* Clk sink count at 285
* Avg Inst Size Synth at 11.0 um2
* Clock power share at 34.9%
* Initial DRC count at 859
* Worst hold path type: flop to flop
* Count of input and output buffers at 45
* Max-cap viol count at 0
* CTS tree: yes
* CTS Hold Bufs at 0
* Worst slew pin tran at 0.955 ns
* Worst r2r src: part1.eightBitsRegister.out[1]
* Core Rows at 76
* Reg2reg setup slack at 16.72 ns
* Final Worst Setup Slack at 9.57 ns
* Largest net degree at the start of global routing at 72
* # DRC at 0
* R2R Path End: part2.Q[5]
* Leak Pwr at 5.24 nW
* Most frequent cell on the critical path: clkdlybuf4s50_1
* Reg2Reg Depth at 9
* Fillers at 4235
* Slowest CP cell: clkdlybuf4s50_1
* Width of the die at 213 um
* Clock skew at 0.0291 ns
* Vias in the first global route at 9212
* Final Wtd Congestion at 0.909
* Post-DP HPWL at 22.9 mm
* Clk ins delay skew pair at 0.58 ns
* CTS root buffer: clkbuf_16
* Final Slew Violations at 0
* GR Util All Layers at 16.7%
* Placed Cells at 1785
* Synth async-reset ratio at 7.37%
* Area grow syn2layout at 15.8%
* Comb gate area at 4640 um2
* Die H at 213 um
* Finished Layout Cells at 1843
* CP top delay family: buffers and inverters
* Via-to-Cell Ratio at 5.09
* Top Layout Cells: nand2_1, edfxtp_1, nor2_1, nand2b_1, clkdlybuf4s50_1
* TritonCTS Buffers at 31
* Critical path endpoint category: output pin
* NetSw at 495 uW
* Buffer-and-inverter tally for the worst setup path at 4
* Layout cells sized above 1 at 9.06%
* Initial antenna violation count at 0
* Crit path required time at 16.96 ns
* Congestion Overflow GR at 0
* Cells after Synth at 1210
* Commonest flop: edfxtp_1
* Register area at 8290 um2
* Crit path cell chain: clkdlybuf4s50_1, mux2i_4, buf_4, clkinv_2, clkdlybuf4s50_1
* Avg WL per Cell at 19.2 um
* RSZ-0062 raised after global routing: no
* H-tree Lvls at 1
* FMAX at 0.0860 GHz
* Most used logic cell in the final layout: nand2_1
* Yosys reg bits at 285
* Cell Type Count at 56
* Routed Antenna Nets at 0
* PD cells at 105 nW/um2
* Clock-pin slew on the worst setup and hold paths at 0.05 ns
* Worst Hold Depth at 2
* Final hold vios at 0
* Status: completed
* Slowest stage delay, CP at 0.78 ns
* ANT cells at 0
* Via Count at 9387
* Netlist Area Pre-Place at 13400 um2
* Crit Path Max Fanout at 71
* Sequential power share at 40.9%
* Register share after synthesis at 62.0%
* Hold path start: part2.REGISTER[31][3]
* Ys cells at 1210
* Tool Warnings at 25
* Sw Ratio at 30.4%
* Crit share post-route at 54.8%
* EDFF count, synth at 248
* Yosys synthesis chip area at 13400 um2
* Post_cts resized at 0
* Setup crit start kind: input port
* WP data arrival at 7.39 ns
* Max clock buf depth at 3
* Chip area at 45400 um2
* Pre-Place Util at 30.7%
* Top-Level Pins at 46
* Worst setup path category: input port to output pin
* Max-slew headroom at 36.1%
* Yosys warns at 8
[state kept, by name, summed over array words and instances (netlist names)]
name	cells
part2.REGISTER	256
part1.fiveBitsRegister.out	5
part2.Q	8
part3.ARegister.out	8
part1.eightBitsRegister.out	8
[cell type report]
cell class	count	area share, %
Clock inverter	23	1.85
Clock buffer	35	5.11
Sequential cell	285	53.6
Multi-Input combinational cell	819	30.0
Inverter	26	0.638
Timing Repair Buffer	70	4.12
Tap cell	585	4.73
[how the worst max path moves through the flow]
stage,startpoint,end,depth (start not counted)
CTS,Meminst,Address[1],5
finish,Meminst,Address[1],5
global route,Meminst,Address[1],5
[cell families (layout without fill, tap and decap cells)]
| kind of cell | Yosys count | in the layout | share of synthesized area, % |
|---|---|---|---|
| compound gates | 185 | 185 | 9.58 |
| simple gates | 562 | 562 | 18.6 |
| buf+inv | 106 | 154 | 3.39 |
| flops | 285 | 285 | 62.0 |
| fa+ha+maj | 10 | 10 | 0.992 |
| mux | 51 | 51 | 4.74 |
| xor+xnor | 11 | 11 | 0.721 |
[tightest hold or removal path, stage by stage, from the launching register on]
cell      delay (ns)
dfxtp_1         0.31
nor2_1          0.09
a211oi_1        0.05
[layer usage]
| metal | GRT usage, % | share of wire [%] | routed length, um | up-vias |
|---|---|---|---|---|
| li1 | - | - | - | 4410 |
| met1 | 22.7 | 41 | 14400 | 4538 |
| met2 | 25.6 | 46 | 16300 | 381 |
| met3 | 7.00 | 11 | 3780 | 56 |
| met4 | 3.75 | 2.3 | 812 | 2 |
| met5 | 1.45 | 0.25 | 90 | - |
[per-stage QoR]
| stage | hold slack (ns) | power (mW) | utilization [%] | instance area [um2] |
|---|---|---|---|---|
| global route | 0.521 | 1.69 | 35.5 | 15500 |
| detailed placement | 0.492 | 1.07 | 33.1 | 14400 |
| finish | 0.501 | 1.63 | 35.5 | 15500 |
| floorplan | 0.478 | 0.927 | - | 13400 |
| global placement | 0.488 | 1.06 | 33.1 | 14400 |
| CTS | 0.500 | 1.63 | 35.5 | 15500 |
[synthesized netlist by cell type (2+ instances only)]
master,instances,area share (%)
buf_1,2,0.056
dfrtp_1,21,3.9
o21ai_0,16,0.60
xnor2_1,10,0.66
a31oi_1,14,0.66
a21o_1,2,0.11
nor2_2,3,0.14
dfxtp_1,16,2.4
and3_1,19,0.89
nand2b_1,66,3.1
mux2_2,12,1.0
o22ai_1,19,0.89
a21oi_1,35,1.3
inv_1,20,0.56
clkinv_1,2,0.056
nand3b_1,2,0.11
a211oi_1,18,1.0
a22oi_1,32,1.8
nor3b_1,4,0.22
or4_1,2,0.11
nand3_1,34,1.3
ha_1,9,0.84
edfxtp_1,248,56
mux4_2,7,1.2
o221ai_1,8,0.52
mux2i_1,29,2.2
inv_2,4,0.11
or3_1,2,0.094
buf_2,14,0.52
mux2i_2,2,0.21
a311oi_1,16,1.0
a22o_1,6,0.39
nand2_1,254,7.1
nor2_1,143,4.0
o31ai_1,7,0.39
buf_6,3,0.25
clkbuf_1,57,1.6
nor2b_1,4,0.19
nor3_1,22,0.82
buf_4,4,0.22
a32o_1,7,0.52
[power by group through the flow]
stage	registers, mW	clock network [mW]	logic [mW]
5_1_grt	0.668	0.594	0.430
4_1_cts	0.665	0.573	0.394
6_report	0.665	0.567	0.394
Power is estimated from default activity; no workload was simulated.
